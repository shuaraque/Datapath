### /design/flow/design.v
`timescale 1ns / 1ps
module RegisterFile(Clk, RegWrite, WriteData, ReadRegister1, ReadRegister2, WriteRegister, ReadData1, ReadData2);
	input [4:0] ReadRegister1,ReadRegister2,WriteRegister;
    input [31:0] WriteData;
    input RegWrite,Clk;
    output reg [31:0] ReadData1,ReadData2;
    reg [31:0] Registers [0:31];
    initial begin
        Registers[0] <= 32'h00000000;
        Registers[8] <= 32'h00000000;
        Registers[9] <= 32'h00000000;
        Registers[10] <= 32'h00000000;
        Registers[11] <= 32'h00000000;
        Registers[12] <= 32'h00000000;
        Registers[13] <= 32'h00000000;
        Registers[14] <= 32'h00000000;
        Registers[15] <= 32'h00000000;
        Registers[16] <= 32'h00000000;
        Registers[17] <= 32'h00000000;
        Registers[18] <= 32'h00000000;
        Registers[19] <= 32'h00000000;
        Registers[20] <= 32'h00000000;        
        Registers[21] <= 32'h00000000;
        Registers[22] <= 32'h00000000;
        Registers[23] <= 32'h00000000;
        Registers[24] <= 32'h00000000;
        Registers[25] <= 32'h00000000;
        Registers[29] <= 32'd252;  
        Registers[31] <= 32'b0;
    end
    always @(posedge Clk)begin
        if (RegWrite == 1)begin
            Registers[WriteRegister] <= WriteData;
        end
    end
    always @(negedge Clk)begin
        ReadData1 <= Registers[ReadRegister1];
        ReadData2 <= Registers[ReadRegister2];
        if (ReadRegister1 == WriteRegister) begin
            ReadData1 <= WriteData;
        end
        if (ReadRegister2 == WriteRegister) begin
            ReadData2 <= WriteData;
        end
    end
endmodule
### /design/flow/run.sh
#!/bin/bash
# OpenROAD 26Q1-2900-gdf79404cd8, Yosys 0.63+post, stock flow scripts
make -C /OpenROAD-flow-scripts/flow DESIGN_CONFIG=/design/flow/config.mk WORK_HOME=/design/flow/orfs finish
### /design/flow/config.mk
export PLATFORM = sky130hd
export DESIGN_NAME = RegisterFile
export DESIGN_NICKNAME = RegisterFile
export VERILOG_FILES = /design/flow/design.v
export SDC_FILE = /design/flow/constraint.sdc
export NUM_CORES = 4
export LEC_CHECK = 1
export CORE_UTILIZATION = 30
### /design/flow/constraint.sdc
current_design RegisterFile

set clk_period 5.6
set clk_io_pct 0.2

create_clock -name clk0 -period $clk_period [get_ports {Clk}]

set non_clock_inputs [all_inputs -no_clocks]
set_input_delay [expr $clk_period * $clk_io_pct] -clock clk0 $non_clock_inputs
set_output_delay [expr $clk_period * $clk_io_pct] -clock clk0 [all_outputs]
==> impl_metrics.yaml <==
# physical design summary
min_path:
  holdPathStages: 1
  min_from: "WriteData[4]"
  hp-class: "input pin to flop"
  worstHoldEndpoint: "Registers[27][4]$_DFFE_PP_"
synthesis:
  yosysSeqAreaShare_pct: 65.93
  synth-main-ff-cell: "edfxtp_1"
  edf_count: 1024
  top_area_cell: "edfxtp_1"
  yosys-top-cells-area: "edfxtp_1 (63%), mux4_2 (24%), dfxtp_1 (2.6%)"
  async_flop_share_pct: 0
  synth_area_um2: 48580
  ys.warnings.count: 1
  synth.most_common_cell: "edfxtp_1"
  yosys_area_um2: 48580
  ys_cells: 2323
  postSynthCellCount: 2323
  ys_types: 34
  yosys.area.top_type_share_pct: 63.29
  ys_top_cells_by_count: "edfxtp_1 (1024), mux4_2 (512), mux2i_1 (127)"
  synth.avg_cell_area_um2: 20.91
  ys_ff: 1088
layout:
  post-route-util_pct: 37.05
  syn_to_final_growth_pct: 22.59
  stdcell_area_um2: 59560
  layout-drive-gt1-share_pct: 39.68
power:
  p_switching_mw: 4.277
  p_per_area_nw_per_um2: 310.3
  seq_power_share_pct: 49.9
  p_leak_nw: 19.52
  combinationalPowerShare_pct: 9.7
  ir_worst_vdd_mv: 0.2326
  cell_internal_pwr_mw: 14.20
  p_sw_share_pct: 23.14
  clock_power_share_pct: 40.5
worst_setup_path:
  slowest_stage: "clkdlybuf4s50_1"
  crit_chain: "clkdlybuf4s50_1"
  crit_buf_inv: 1
  cp_top_family: "buffers and inverters"
  r2r_setup_slack_ns: 1.01
  cp_slowest_stage_delay_ns: 0.54
  required_ns: 4.48
  crit_path_start_kind: "flop"
  worstSetupPathType: "flop to output pin"
  r2r_end: "ReadData2[30]$_DFF_N_"
  reg2reg_from: "Registers[28][30]$_DFFE_PP_"
  crit_arrival_ns: 4.44
  path_max_fanout: 1
  end_kind: "output pin"
  r2r_cells: 4
route:
  vias_per_cell: 5.437
  avgRoutedWirePerCell_um: 30.37
  ant_nets: 0
  via_count: 27370
  wirelength_um: 152900
  dr.first_iter.drc_count: 1521
  drc: 0
  first_pass_iters: 5
timing:
  hold_viol_final: 0
  final-setup-viol-count: 0
  slew_headroom_pct: 39.99
  worst_pin_slew_ns: 0.8975
  finClkSkew_ns: 0.02570
  hold_ws_ns: 1.172
  final.setup.tns_ns: 0
  setup_slack_ns: 0.03720
  slew_viol_final: 0
  rsz0062_at_grt: "no"
clock_network:
  clock_path_buffers: 3
  hold_buffers: 0
  cts_buffers: 107
  path_clk_slew_ns: 0.06
  clock_latency_ns: 0.72
  cts_max_level: 3
  root_buffer: "clkbuf_16"
  cts_tree: "yes"
  cts_sinks: 1088
floorplanning:
  row_count: 147
  die_area_um2: 163600
  core_area_um2: 160800
  chipWidth_um: 404.4
  io_pins: 113
  initCoreUtil_pct: 30.22
  fp.dieH_um: 404.4
flow_run:
  cap_violations: 0
  tool_warnings: 90
placement:
  gp_congestion: 0.8912
  portBuffers: 112
  dpl_cell_area_um2: 55690
  hpwlAfterDp_um: 98760
  place_ws_ns: -0.4203
global_routing:
  antenna_found_initial: 8
  grt_pass1_vias: 30360
  grt_max_degree: 40
  grt_util_all_layers_pct: 20.32
  grt_pass1_wl_um: 218000
  grt_overflow: 0
outcome:
  outcome: "finished, final reports clean"
## cells by family after synthesis
kind of cell	after synthesis	synth area share, %
muxes	642	26.42
DFF	1088	65.93
xor gates and xnor gates	10	0.1803
buffers and inverters	201	2.266
and+or+nand+nor	65	0.7031
AOI/OAI and AO/OA	317	4.499
## per-stage QoR
stage                     cells  power (mW)
after CTS                  5033       18.59
after global routing       5034       19.06
after detailed placement   4768       11.22
after floorplan            2323       10.21
final                      5034       18.48
after global placement     4768       11.23
## state kept, by name, summed over array words and instances, names as in the netlist
register and count:
ReadData1 32, Registers 1024, ReadData2 32
## power groups by stage
stage         registers [mW]  logic (mW)  clock network, mW
CTS                     9.20        1.80               7.59
global route            9.23        1.89               7.94
finish                  9.22        1.78               7.48
## final cells by class
type                       instances  area (um^2)
fill                           14610       101200
sequential                      1088        32090
multi-input combinational       1034        15720
timing repair buffer             483         5225
clock buffer                     138         3020
tap                             2160         2703
clock inverter                   128        788.3
inverter                           2        7.507
antenna                            1        2.502
## worst max path at each step
stage     slack (ns)            end                  start  cells past startpoint
4_1_cts        0.001   ReadData2[1]   ReadData2[1]$_DFF_N_                      1
5_1_grt        0.001  ReadData1[20]  ReadData1[20]$_DFF_N_                      1
6_report        0.04  ReadData2[17]  ReadData2[17]$_DFF_N_                      1
## repair_timing
item	in CTS	in global routing
buffers inserted	0	0
gates resized	34	15
hold endpoints to repair	0	0
endpoints found under the setup margin	28	15
## placed cells by master, fill, tap and decap left out, drive strengths merged, types with 5 or more instances in the layout
master         netlist  layout
a31oi               29      29
inv                  3      83
o22ai              126     126
mux4               512     512
clkinv               0      33
a211oi              60      60
clkbuf              75     138
a22o                63      63
xnor2                6       6
nor2                36      36
dfxtp               64      64
edfxtp            1024    1024
clkdlybuf4s50        0      96
a21oi               34      34
bufinv               0       9
or3b                 5       5
mux2i              127     127
nand3b               7       7
clkinvlp             0       5
buf                123     379
dlygate4sd2          0       6
## layer usage
| metal | vias to the layer above | part of all wire, % | GRT usage [%] |
|---|---|---|---|
| li1 | 11220 | - | - |
| met1 | 13800 | 31 | 22.11 |
| met2 | 2054 | 44 | 28.29 |
| met3 | 279 | 21 | 19.44 |
| met4 | 22 | 3.0 | 4.725 |
| met5 | - | 0.35 | 2.290 |
No activity file was given, so power comes from the tool's default toggle rates.
