### flow/constraint.sdc
current_design DtoE

set clk_period 1.0
set clk_io_pct 0.2

create_clock -name clk0 -period $clk_period [get_ports {clk}]

set non_clock_inputs [all_inputs -no_clocks]
set_input_delay [expr $clk_period * $clk_io_pct] -clock clk0 $non_clock_inputs
set_output_delay [expr $clk_period * $clk_io_pct] -clock clk0 [all_outputs]
### flow/design.v
`timescale 1ns / 1ps
module DtoE(clk, rst, WBD, MemD, EX, PCD, ReadData1, ReadData2, SignExtendD, ZeroExtendD, Bit5ExtendD, 
            inst25to21D, inst20to16D, inst15to11D, WBE, MemE, ALUop, RegDstSel, SignexSel, BitExSel, 
            ALUsrc, PCE, ReadData1E, ReadData2E, SignExtendE, ZeroExtendE, Bit5ExtendE, rs25to21E, inst20to16E, inst15to11E);
  			output reg [31:0] PCE, ReadData1E, ReadData2E, SignExtendE, ZeroExtendE, Bit5ExtendE;
            output reg [4:0] inst20to16E, inst15to11E, rs25to21E;
            output reg [5:0] ALUop;
            output reg [4:0] MemE;
            output reg [1:0] WBE;
            output reg RegDstSel, SignexSel, BitExSel; 
  			output reg [5:0] ALUsrc;
           input [31:0] PCD, SignExtendD, ZeroExtendD, Bit5ExtendD, ReadData1, ReadData2;
  					input [14:0] EX;
            input [4:0] inst20to16D, inst15to11D, inst25to21D;
            input [4:0] MemD;
            input [1:0] WBD;
            input clk, rst; 
            always @(posedge clk)begin
                    if(rst) begin
                      PCE <= 0;
                      ReadData1E <= 0;
                      ReadData2E <= 0;
                      SignExtendE<=0; 
                      ZeroExtendE<=0; 
                      Bit5ExtendE<=0;
            		  inst20to16E <= 0;
                      inst15to11E <= 0;
                      rs25to21E<=0;
            		  ALUop <= 0;
                      MemE <= 0;
                      WBE <= 0;
                      RegDstSel <= 0;
                      SignexSel <= 0;
                      BitExSel <= 0;
                      ALUsrc <= 0;
                      end
                    else begin
                      PCE <= PCD;
                      ReadData1E <= ReadData1;
                      ReadData2E <= ReadData2;
                      SignExtendE<=SignExtendD; 
                      ZeroExtendE<=ZeroExtendD; 
                      Bit5ExtendE<=Bit5ExtendD;
            		  inst20to16E <= inst20to16D;
                      inst15to11E <= inst15to11D;
                      rs25to21E <=inst25to21D;
                      MemE <= MemD;
                      WBE <= WBD;
                      ALUop <= EX[5:0];
                      ALUsrc[4:0] <= EX[10:6]; 
                      ALUsrc[5] <= EX[14];    
                      RegDstSel <= EX[11];
                      SignexSel <= EX[12];
                      BitExSel <= EX[13];
                        end
                   end
endmodule
### flow/config.mk
export PLATFORM = sky130hd
export DESIGN_NAME = DtoE
export DESIGN_NICKNAME = DtoE
export VERILOG_FILES = /design/flow/design.v
export SDC_FILE = /design/flow/constraint.sdc
export NUM_CORES = 4
export LEC_CHECK = 1
export CORE_AREA = 10 10 256 256
export DIE_AREA = 0 0 266 266
### flow/run.sh
#!/bin/bash
# OpenROAD 26Q1-2900-gdf79404cd8, Yosys 0.63+post, stock flow scripts
make -C /OpenROAD-flow-scripts/flow DESIGN_CONFIG=/design/flow/config.mk WORK_HOME=/design/flow/orfs finish
==> impl_metrics.ini <==
; implementation run metrics
[run_status]
status = finished with violations
violations = negative setup slack

[floorplan]
fp-row-count = 90
chip_area_sq_um = 70760
core_area_sq_um = 60130
chipHeight_microns = 266
io_pins = 460
chipWidth_microns = 266
initCoreUtil_pct = 10.21

[route]
first_pass_iters = 4
avgRoutedWirePerCell_microns = 15.49
wl_microns = 27660
drtAntennaViolNets = 0
vias = 5067
first_iter_violations = 181
post_drt_via_cell_ratio = 2.839
diodes = 0
drc = 0

[synthesis]
edf_count = 0
synth_seq_share_pct = 74.68
syn_area_per_cell_sq_um = 12.71
top_cell_area_share_pct = 74.68
area_leaders = dfxtp_1 75%, nor2b_1 23%, buf_2 1.8%, clkbuf_1 0.18%
yosys_area_sq_um = 6138
yosys_warnings = 1
ys_cells = 483
synth.distinct_cells = 4
synth_top_cell_by_area = dfxtp_1
synthFlopType = dfxtp_1
synth_cells = 483
top_cells_by_count = 229 x dfxtp_1, 229 x nor2b_1, 22 x buf_2, 3 x clkbuf_1
netlist_area_sq_um = 6138
numSynthFlops = 229
async_flop_share_pct = 0

[critical_path]
start_kind = flip-flop
cp_slowest_stage_delay_ns = 0.42
crit_fanout = 1
worst-path-buf-inv = 1
end_kind = output port
cp_data_arrival_time_ns = 1.11
cp_data_required_time_ns = 0.80
path_cells = buf_6
cpLargestDelayFamily = flip-flops
setup.worst_path.class = reg2out
crit_slowest_cell = dfxtp_4

[power_and_ir_drop]
ir_drop_v = 0.001242
powerDensity_nw_per_um2 = 1772
leakagePower_nw = 5.086

[final_timing]
setup_violations = 229
hold_viol = 0
rsz0062_at_grt = yes
setup_slack_ns = -0.3122
worst_pin_slew_ns = 0.2630
slew_headroom_pct = 82.47
tns_ns = -40.25
period_needed_ns = 1.312
period_used_pct = 131.2
drv_slew = 0
fmax_mhz = 762.1

[hold_path]
hp-class = in2reg

[finish]
drive_gt1_share_pct = 35.99
final-seq-area_sq_um = 4691
fin_util_pct = 19.83
logic_area_sq_um = 1433
n_fill_cell = 6525
areaGrowthSynthToFinish_pct = 94.21

[clock_tree]
clock_path_buffers = 3
cts_buffers = 26
clkTransAtPathRegs_ns = 0.06
tritoncts = built
cts_root_buffer = clkbuf_16
cts_setup_buffers = 0
cts.htree.levels = 1
cts_sinks = 229

[global_routing]
globalRouteOverflowTotal = 0
grt_usage_pct = 7.507
grt_pass1_wl_microns = 38430
grt_pass1_vias = 5497
grt_max_degree = 41
antenna_found_initial = 6

[run]
maxCapViolCount = 0
warnings = 27

[placement]
place_ws_ns = -0.3571
gp_congestion = 0.8541
place_hpwl_microns = 22850
portBuffers = 459
==> routing by layer <==
layer	GRT usage, %	vias up	share of wire [%]
met5	0	-	0.22
met4	1.838	12	3.0
met3	4.737	46	15
met2	11.11	352	42
met1	9.025	2200	40
li1	-	2457	-
==> kinds of logic after synthesis <==
kind of cell           count (synthesis)  share of synthesized area [%]
buffers and inverters                 25                          1.977
and+or+nand+nor                      229                          23.34
DFF                                  229                          74.68
==> power by group <==
part | internal (mW) | switching [mW] | total (mW)
Sequential | 9.62 | 0.187 | 9.80
Clock | 5.36 | 3.92 | 9.28
Combinational | 1.49 | 0.559 | 2.05
Total | 16.5 | 4.66 | 21.1
==> final timing paths <==
path,startpoint,endpoint,slack (ns),depth (start not counted)
worst min-delay path,ReadData2[1],ReadData2E[1]$_SDFF_PP0_,0.17,2
worst max-delay path,ALUsrc[0]$_SDFF_PP0_,ALUsrc[0],-0.31,1
==> area by class of cell <==
| cell class | instances | share of cell area (%) |
|---|---|---|
| clock buffer | 37 | 6.140 |
| clock inverter | 9 | 0.8711 |
| multi-input combinational | 229 | 12.02 |
| sequential | 229 | 39.35 |
| tap | 782 | 8.207 |
| timing repair buffer | 499 | 33.42 |
==> metrics by stage <==
step | cell area [sq um] | instances | hold WS, ns | power (mW)
after floorplan | 6138 | 483 | 0.3282 | 10.22
after global placement | 11940 | 1737 | 0.4560 | 12.52
after detailed placement | 11940 | 1737 | 0.4620 | 12.51
after CTS | 11830 | 1784 | 0.1253 | 21.62
after global routing | 11920 | 1785 | 0.1433 | 22.17
final | 11920 | 1785 | 0.1680 | 21.13
==> layout by cell type (no fill, tap or decap) <==
master           instances
buf_12                   4
buf_16                   1
buf_2                  206
buf_4                   33
buf_6                   24
bufinv_16                1
clkbuf_1                 7
clkbuf_16               27
clkbuf_8                 4
clkdlybuf4s50_1        229
clkinv_16                1
clkinv_2                 4
clkinv_4                 1
clkinvlp_4               2
dfxtp_1                176
dfxtp_2                 37
dfxtp_4                 16
dlygate4sd3_1            1
nor2b_1                229
==> state kept, by name, summed over array words and instances, names as in the netlist, 2 cells and up <==
name	cells
ALUop	6
ALUsrc	6
Bit5ExtendE	32
MemE	5
PCE	32
ReadData1E	32
ReadData2E	32
SignExtendE	32
WBE	2
ZeroExtendE	32
inst15to11E	5
inst20to16E	5
rs25to21E	5
==> timing repair <==
action,in CTS,in global routing
hold endpoints to repair,3,0
gates cloned,0,1
hold buffers,1,0
endpoints found under the setup margin,229,252
resized,826,21
Power is estimated from default activity; no workload was simulated.
